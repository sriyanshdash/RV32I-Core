### ./design.v
module rv32i(
    input clk,
    input reset,
    output [31:0] pc_out,
    output [31:0] instr_out,
    output [31:0] alu_result_out,
    output [31:0] reg_data_out
);
reg [31:0] pc;
wire [31:0] instr;
wire [31:0] pc_next;
reg [31:0] instr_mem [0:63];
wire [4:0] rs1, rs2, rd;
wire [31:0] rs1_data, rs2_data, rd_data;
reg [31:0] regfile [0:31];
wire [6:0] opcode;
wire [2:0] funct3;
wire [6:0] funct7;
wire [31:0] imm;
wire alu_src;    
wire mem_write;
wire mem_read;
wire reg_write;
wire mem_to_reg;  
wire [3:0] alu_control;
wire [31:0] alu_input2;
wire [31:0] alu_result;
wire alu_zero;
reg [31:0] data_mem [0:63];
wire [31:0] mem_read_data;
integer i;
assign pc_out = pc;
assign instr_out = instr;
assign alu_result_out = alu_result;
assign reg_data_out = regfile[1];   
initial begin
    instr_mem[0] = 32'h00000513;  
    instr_mem[1] = 32'h00100593;  
    instr_mem[2] = 32'h00b50633;  
    instr_mem[3] = 32'h00000000;  
    for (i = 4; i < 64; i = i + 1) begin
        instr_mem[i] = 32'b0;
    end
end
always @(posedge clk or posedge reset) begin
    if (reset) 
        pc <= 32'b0;
    else 
        pc <= pc_next;
end
assign instr = instr_mem[pc[7:2]];  
assign opcode = instr[6:0];
assign rd = instr[11:7];
assign funct3 = instr[14:12];
assign rs1 = instr[19:15];
assign rs2 = instr[24:20];
assign funct7 = instr[31:25];
function [31:0] imm_gen;
    input [31:0] inst;
    reg [31:0] imm_val;
    begin
        case(inst[6:0])
            7'b0010011,  
            7'b0000011:  
                imm_val = {{20{inst[31]}}, inst[31:20]};
            7'b0100011:  
                imm_val = {{20{inst[31]}}, inst[31:25], inst[11:7]};
            7'b1100011:  
                imm_val = {{19{inst[31]}}, inst[31], inst[7], inst[30:25], inst[11:8], 1'b0};
            default:
                imm_val = 32'b0;
        endcase
        imm_gen = imm_val;
    end
endfunction
assign imm = imm_gen(instr);
assign rs1_data = regfile[rs1];
assign rs2_data = regfile[rs2];
assign alu_src = (opcode == 7'b0010011) || (opcode == 7'b0000011);  
assign alu_input2 = alu_src ? imm : rs2_data;
function [3:0] alu_ctrl_gen;
    input [6:0] op;
    input [2:0] f3;
    input [6:0] f7;
    begin
        case(op)
            7'b0110011:  
                case({f7, f3})
                    10'b0000000000: alu_ctrl_gen = 4'b0000;  
                    10'b0100000000: alu_ctrl_gen = 4'b0001;  
                    10'b0000000111: alu_ctrl_gen = 4'b0010;  
                    10'b0000000110: alu_ctrl_gen = 4'b0011;  
                    10'b0000000100: alu_ctrl_gen = 4'b0100;  
                    10'b0000000001: alu_ctrl_gen = 4'b0101;  
                    10'b0000000101: alu_ctrl_gen = 4'b0110;  
                    10'b0100000101: alu_ctrl_gen = 4'b0111;  
                    default: alu_ctrl_gen = 4'bxxxx;
                endcase
            7'b0010011:  
                case(f3)
                    3'b000: alu_ctrl_gen = 4'b0000;  
                    3'b111: alu_ctrl_gen = 4'b0010;  
                    3'b110: alu_ctrl_gen = 4'b0011;  
                    3'b100: alu_ctrl_gen = 4'b0100;  
                    3'b001: alu_ctrl_gen = 4'b0101;  
                    3'b101: alu_ctrl_gen = (f7 == 7'b0000000) ? 4'b0110 : 4'b0111;  
                    default: alu_ctrl_gen = 4'bxxxx;
                endcase
            7'b0000011: alu_ctrl_gen = 4'b0000;  
            7'b0100011: alu_ctrl_gen = 4'b0000;  
            7'b1100011: alu_ctrl_gen = 4'b0001;  
            default: alu_ctrl_gen = 4'bxxxx;
        endcase
    end
endfunction
assign alu_control = alu_ctrl_gen(opcode, funct3, funct7);
function [31:0] alu_func;
    input [3:0] ctrl;
    input [31:0] a;
    input [31:0] b;
    reg [31:0] res;
    begin
        case(ctrl)
            4'b0000: res = a + b;  
            4'b0001: res = a - b;  
            4'b0010: res = a & b;  
            4'b0011: res = a | b;  
            4'b0100: res = a ^ b;  
            4'b0101: res = a << b[4:0];  
            4'b0110: res = a >> b[4:0];  
            4'b0111: res = $signed(a) >>> b[4:0];  
            default: res = 32'b0;
        endcase
        alu_func = res;
    end
endfunction
assign alu_result = alu_func(alu_control, rs1_data, alu_input2);
wire branch_taken;
assign branch_taken = ((opcode == 7'b1100011) && (
    (funct3 == 3'b000 && alu_result == 0) ||     
    (funct3 == 3'b001 && alu_result != 0)        
));
assign pc_next = (branch_taken) ? pc + imm : pc + 4;
assign mem_write = (opcode == 7'b0100011) ? 1'b1 : 1'b0;  
assign mem_read = (opcode == 7'b0000011) ? 1'b1 : 1'b0;   
assign reg_write = ((opcode == 7'b0110011) || (opcode == 7'b0010011) || (opcode == 7'b0000011)) ? 1'b1 : 1'b0;
assign mem_to_reg = (opcode == 7'b0000011) ? 1'b1 : 1'b0;
always @(posedge clk) begin
    if (mem_write)
        data_mem[alu_result[7:2]] <= rs2_data;
end
assign mem_read_data = data_mem[alu_result[7:2]];
integer j;
always @(posedge clk or posedge reset) begin
    if (reset) begin
        for (j = 0; j < 32; j = j + 1)
            regfile[j] <= 32'b0;
    end else if (reg_write && rd != 0) begin
        regfile[rd] <= mem_to_reg ? mem_read_data : alu_result;
    end
end
endmodule
### ./run.sh
#!/bin/bash
# OpenROAD 26Q1-2900-gdf79404cd8, Yosys 0.63+post, stock flow scripts
make -C /OpenROAD-flow-scripts/flow DESIGN_CONFIG=/design/flow/config.mk WORK_HOME=/design/flow/orfs finish
### ./config.mk
export PLATFORM = sky130hd
export DESIGN_NAME = rv32i
export DESIGN_NICKNAME = rv32i
export VERILOG_FILES = /design/flow/design.v
export SDC_FILE = /design/flow/constraint.sdc
export NUM_CORES = 4
export LEC_CHECK = 1
export CORE_UTILIZATION = 50
### ./constraint.sdc
current_design rv32i

set clk_period 16.8
set clk_io_pct 0.2

create_clock -name clk0 -period $clk_period [get_ports {clk}]

set non_clock_inputs [all_inputs -no_clocks]
set_input_delay [expr $clk_period * $clk_io_pct] -clock clk0 $non_clock_inputs
set_output_delay [expr $clk_period * $clk_io_pct] -clock clk0 [all_outputs]
==> job_summary.md <==
### Metrics collected by this job

| Metric | Value |
|---|---|
| Run status | `completed` |
| Fraction of registers with async set or reset after synthesis | `100%` |
| CTS Buf Count | `17` |
| Post-CTS setup buffer count | `0` |
| Tmin final | `10.08 ns` |
| Clock tree from TritonCTS | `done` |
| Aggregate negative setup slack | `0 ns` |
| Area enclosed by the die boundary | `0.0197 mm^2` |
| Cell total in the yosys stat output | `953` |
| Residual overflow from global routing | `0` |
| Max-slew headroom | `39.1%` |
| Die span in x | `140 um` |
| Worst slack at placement | `7.20 ns` |
| Reg2Reg Launch Point | `pc[3]$_DFF_PP0_` |
| Antenna viol nets, final | `0` |
| Count of final hold-check violations | `0` |
| Detailed-route via count | `6904` |
| Number of diodes added for antenna fixing | `0` |
| Highest fanout seen on the critical path | `37` |
| Chip area line of the yosys report | `0.00958 mm^2` |
| Post-DR vias/cell | `5.61` |
| Hold WS | `0.396 ns` |
| Synth top area share | `41.3%` |
| Maximum resistive drop on vdd | `0.0641 mV` |
| Max Freq | `0.0992 GHz` |
| Slew at the pin with the worst max-slew slack | `0.911 ns` |
| Tally of yosys warning messages | `2` |
| Post-route DRC | `0` |
| Min-Delay Endpoint | `regfile[0][16]$_DFFE_PP0P_` |
| Synthesized netlist cell count | `953` |
| GPL Wtd Cong | `0.905` |
| Cell Pwr Density | `68.1 mW/mm^2` |
| Most instantiated flip-flop cell in the synthesis netlist | `dfrtp_1` |
| Detailed placement HPWL | `16000 um` |
| Flops & latches, synth | `158` |
| Layout cell share with drive strength beyond 1 | `14.3%` |
| Internal reg-to-reg setup slack | `10.70 ns` |
| Clock tree sinks | `158` |
| Critical Path Source Type | `register` |
| Number of gates resized after cts | `0` |
| Worst-case setup margin in the final layout | `6.72 ns` |
| Clk slew on worst S/H paths | `0.06 ns` |
| Vertical die dimension | `140 um` |
| Leak pwr | `5.42 nW` |
| Worst hold path class | `register to register` |
| Total iterations of the first detailed-routing run | `5` |
| Average wire length per cell after detail routing | `18.6 um` |
| Arrival time at the worst endpoint | `6.72 ns` |
| Port-buffer cells | `108` |
| Mapped cell area | `0.00958 mm^2` |
| Count of final setup violators | `0` |
| Post-layout util | `58.6%` |
| Post-Synthesis Mean Instance Area | `10.1 um^2` |
| EDFF count, synth | `0` |
| Worst Hold Launch | `regfile[0][16]$_DFFE_PP0P_` |
| Max-slew violation count | `0` |
| Cell row count | `50` |
| Register share after synthesis | `41.3%` |
| Maximum level of the CTS H-tree | `4` |
| End of the worst register-to-register path | `regfile[10][29]$_DFFE_PP0P_` |
| Core Density at Floorplan | `51.1%` |
| Total GRT Usage | `25.3%` |
| FF-to-FF path depth | `19` |
| Area growth from synthesis to layout | `14.8%` |
| Antenna violations before repair | `0` |
| Deepest clock path buffer count | `2` |
| IO Pins | `130` |
| Total power | `0.749 mW` |
| Unique cell types | `68` |
| Insertion delay of the later-clocked pin in the worst-skew pair | `0.42 ns` |
| Pin count of the biggest net entering global routing | `65` |
| RSZ-0062 raised after global routing | `no` |
| Post-synthesis cell type with the largest combined area | `dfrtp_1` |
| Final Cycle Share | `60.0%` |
| CTS root buffer | `clkbuf_16` |
| Post-synth area hogs | `dfrtp_1 (41%), mux2_2 (7.8%), xnor2_1 (4.8%), ha_1 (4.7%), nand2_1 (3.5%)` |
| WL final | `22800 um` |
| First-pass GRT wire length | `37800 um` |
| Setup crit end kind | `output port` |
| Area of the core | `0.0188 mm^2` |
| OpenROAD warnings | `27` |
| Tally of max-capacitance violations | `0` |
| Detailed Route Iter0 Violations | `318` |
| Number of global-route vias before repair | `7018` |
| Clk_skew | `0.00868 ns` |
| Critical path data required time | `13.44 ns` |
| Worst setup path category | `register to output port` |
| # hold bufs at CTS | `0` |
| Worst hold path depth | `0` |
-- per-stage QoR --
step                cells  cell area (um^2)
finish               1230             11000
detailed placement   1198             10400
CTS                  1230             11000
floorplan             973              9660
global placement     1198             10400
global route         1230             11000
-- registers in the layout (all words and copies together), names as in the netlist --
| register | cells |
|---|---|
| regfile | 128 |
| pc | 30 |
-- metal layers --
layer	vias to the layer above	GRT usage, %	share of wire (%)
met5	-	0	0
li1	3335	-	-
met1	3387	40.2	49
met2	166	38.4	45
met4	0	3.09	1.2
met3	16	4.88	5.3
-- layout make-up --
class / count / area, um^2
inverters: 30 / 119
clock inverters: 13 / 109
clock buffers: 19 / 443
flip-flops and latches: 158 / 3950
well taps: 234 / 293
repair buffers: 121 / 1180
multi-input cells: 655 / 4900
fillers: 1556 / 7770
-- synthesized netlist by cell type (4+ instances only) --
cell type,count
nand2_1,89
buf_2,6
and2_1,8
nor2_1,41
buf_6,9
nand4_1,12
or3_1,4
o221ai_1,16
dfrtp_1,158
xor2_1,30
a2bb2oi_1,29
clkbuf_1,77
inv_1,29
xnor2_1,52
o211ai_1,7
o21ai_0,27
ha_1,36
nand3_1,27
o221ai_2,13
and4_1,5
buf_4,36
o21bai_1,7
a21oi_1,29
nand2b_1,9
mux2_2,66
a21o_1,13
nor2b_1,7
nor3_1,14
mux2i_1,33
and3_1,13
-- worst max path at each step --
stage,start,to,slack (ns),cells past startpoint
final,pc[3]$_DFF_PP0_,alu_result_out[29],6.72,19
after global routing,pc[2]$_DFF_PP0_,alu_result_out[23],6.27,21
after CTS,pc[2]$_DFF_PP0_,alu_result_out[23],6.71,21
-- where the power goes --
part	internal, mW	total [mW]	switching (mW)
combinational	0.000569	0.00822	0.00765
sequential	0.380	0.380	0
clock	0.196	0.361	0.164
total	0.577	0.749	0.172
-- cells by family after synthesis --
group	count (synthesis)	synth area share [%]
xor gates and xnor gates	82	7.49
and+or+nand+nor	249	13.3
muxes	100	11.3
adders and majority gates	37	4.91
buffers and inverters	160	8.47
AOI/OAI and AO/OA	166	13.2
DFF	158	41.3
other	1	0.0391
-- worst max-delay path, cell delays in order (launching register included) --
cell	delay, ns
dfrtp_1	0.48
ha_2	0.37
buf_4	0.56
nand2b_1	0.14
and2_1	0.45
o221ai_1	0.40
and4_1	0.28
and3_1	0.32
nand2_1	0.10
xor2_1	0.15
ha_1	0.37
and4_1	0.26
a221o_1	0.34
or3_1	0.31
nor3_1	0.32
o211ai_1	0.22
a31o_2	0.29
a21oi_1	0.18
xnor2_1	0.22
clkdlybuf4s50_1	0.53
-- placed cells by master, fill, tap and decap left out, drive strengths merged, types with 8 or more instances in the layout --
master and count:
nand2 90, xnor2 52, and3 13, buf 13, a21o 13, conb 21
mux2i 33, nand3 28, xor2 30, nor3 14, clkdlybuf4s50 108, a21oi 29
nor2 41, inv 33, a2bb2oi 29, ha 36, o21ai 30, nand2b 9
o221ai 29, and2 9, nand4 15, clkbuf 19, mux2 67, dfrtp 158
clkinv 8
Power and IR drop assume default switching activity.
